==> design/flow/config.mk <==
export PLATFORM = sky130hd
export DESIGN_NAME = breath_led
export DESIGN_NICKNAME = breath_led
export VERILOG_FILES = /design/flow/design.v
export SDC_FILE = /design/flow/constraint.sdc
export NUM_CORES = 4
export LEC_CHECK = 1
export CORE_UTILIZATION = 30
==> design/flow/constraint.sdc <==
current_design breath_led

set clk_period 4.5
set clk_io_pct 0.2

create_clock -name clk0 -period $clk_period [get_ports {clk}]

set non_clock_inputs [all_inputs -no_clocks]
set_input_delay [expr $clk_period * $clk_io_pct] -clock clk0 $non_clock_inputs
set_output_delay [expr $clk_period * $clk_io_pct] -clock clk0 [all_outputs]
==> design/flow/design.v <==
module breath_led(
        input               rst         ,
        input               clk         ,
        output              led         
);
localparam  pwm_cnt_max = 16'd100   ;
reg [15:0]       pwm_cnt     ;
reg [15:0]      thre_cnt    ;
reg             cnt_flag    ;
always @(posedge clk or negedge rst) begin
    if(!rst)
        pwm_cnt <= 16'd0;
    else if(pwm_cnt >= pwm_cnt_max)
        pwm_cnt <= 16'd0;
    else
        pwm_cnt <= pwm_cnt + 1'b1;
end
always @(posedge clk or negedge rst) begin
    if(!rst)
        thre_cnt <=16'd0;
    else if (pwm_cnt == pwm_cnt_max) begin
        if (cnt_flag)
            thre_cnt <= thre_cnt - 1'd1;
        else
            thre_cnt <= thre_cnt + 1'd1;
    end
end
always @(posedge clk) begin
    if (thre_cnt == 16'd0)
        cnt_flag = 1'b0;
    else if(thre_cnt == pwm_cnt_max)
        cnt_flag = 1'b1;
end
assign led = pwm_cnt >= thre_cnt ? 1'b1:1'b0;
endmodule
==> design/flow/run.sh <==
#!/bin/bash
# OpenROAD 26Q1-2900-gdf79404cd8, Yosys 0.63+post, stock flow scripts
make -C /OpenROAD-flow-scripts/flow DESIGN_CONFIG=/design/flow/config.mk WORK_HOME=/design/flow/orfs finish
==> reports/metrics.yaml <==
logic_synthesis:
  synth_flops: 33
  area_leaders: "dfrtp_1, ha_1, xnor2_1"
  netlist_top_cells_count: "dfrtp_1, ha_1, nand2_1, inv_1, nor2_1"
  synth.cell_area_um2: 2360
  ys_seq_share_pct: 34.8
  syn-instance-count: 259
  yosys_area_um2: 2360
  ff_type: "dfrtp_1"
  yosys_warnings: 1
  async_flop_share_pct: 97.0
  synth_top_cell_by_area: "dfrtp_1"
  ys_cells: 259
  top_area_share_pct: 34.0
  synth_area_per_cell_um2: 9.10
  synthDistinctLibCells: 49
  edf_count: 0
setup_path:
  max_stage_delay_ps: 450
  reg2reg_from: "cnt_flag"
  r2r_setup_slack_ps: 1860
  cp-startpoint: "thre_cnt[11]"
  slowest_stage: "a2111oi_0"
  crit_fanout: 4
  crit_required_ps: 3600
  startpoint_type: "flip-flop"
  worst_setup_path_end_kind: "output port"
  critPathKind: "flip-flop to output port"
  worstPathArrival_ps: 2630
  cp_cell_sequence: "inv_1 > ha_1 > a21oi_1 > o21ai_0 > a2111oi_0 > o41ai_1 > nand4_1 > a32oi_1 > clkdlybuf4s50_1"
  r2r.worst_path.cells: 7
drt:
  antenna_cells: 0
  dr.pass1.iters: 4
  vias_per_cell: 5.02
  antenna_left: 0
  wl_per_cell_um: 13.4
  totalWireLength_mm: 4.95
  drt_iter0_drc: 82
  num_vias: 1851
  drc: 0
clocking:
  cts_hold_buffers: 0
  htree_levels: 2
  cts_buffer_depth: 2
  cts.sinks: 33
  clkTransAtPathRegs_ps: 80
  post_cts_resized: 0
  cts_tree: "yes"
  clockRootBuffer: "clkbuf_8"
  numCtsBuffers: 5
  insertion_delay_ps: 290
  cts_setup_buffers: 0
sta:
  slew_viol_final: 0
  period_minus_slack_ps: 3530
  fin_hold_ws_ps: 476
  rsz0062_at_grt: "false"
  relSlewSlack_pct: 55.5
  clock_skew_ps: 8.51
  fin_crit_sh_pct: 78.5
  fmax_mhz: 283
  hold_violations: 0
  worstMarginPinSlew_ps: 667
  finalSetupViolCount: 0
  setup_slack_ps: 968
  tns_ps: 0
global_route:
  antenna_found_initial: 0
  busiest_layer: "met2"
  gr-total-overflow: 0
  grt_pass1_wl_mm: 8.78
  grtUsageMet1_pct: 20.2
  grt_max_degree: 33
  globalRouteMet2Util_pct: 21.6
  grtUsageTotal_pct: 13.5
  grt_util_met3_pct: 2.22
  grt_pass1_vias: 1807
die:
  fp.dieW_um: 90.6
  die_y_um: 90.6
  rows: 31
  ios: 3
  core_um2: 7410
  dieArea_um2: 8220
  fp_util_pct: 31.8
power_and_ir_drop:
  ir_drop_uv: 123
  combPwrFrac_pct: 3.3
  leakage_nw: 1.13
  seq_power_share_pct: 45.0
  p_clk_share_pct: 51.8
  switchingPower_mw: 0.144
  finalPower_mw: 0.676
  powerDensity_nw_per_um2: 256
  p_sw_share_pct: 21.3
  internal_power_mw: 0.532
placed_design:
  portBuffers: 2
  place_ws_ps: 1310
  hpwl_mm: 3.66
  place_area_um2: 2500
  place_congestion: 0.849
  dp_cells: 361
flow_run:
  cap_violations: 0
  log.warning_count: 26
cells_and_area:
  fin_area_um2: 2640
  layout.cells.non_filler: 369
  utilization_pct: 35.7
  n_fill_cell: 721
  area_growth_pct: 12.1
  drive_above_1_share_pct: 6.30
min_path:
  worstHoldPathCells: 1
  worstHoldPathType: "flip-flop to flip-flop"
  min_from: "pwm_cnt[0]"
status:
  outcome: "finished, final reports clean"
## area by class of cell
cell class | instances | area [um2] | area share (%)
clock inverters | 3 | 68.8 | 2.60
repair buffers | 3 | 27.5 | 1.04
inverters | 22 | 82.6 | 3.13
flip-flops and latches | 33 | 821 | 31.1
well taps | 99 | 124 | 4.69
multi-input cells | 204 | 1450 | 54.9
clock buffers | 5 | 68.8 | 2.60
## metal layers
layer / share of wire (%) / up-vias
li1: - / 948
met1: 51 / 884
met2: 46 / 16
met3: 2.1 / 3
met4: 0.55 / 0
met5: 0 / -
## state kept, by name, summed over array words and instances (netlist names)
signal    cells
thre_cnt     16
pwm_cnt      16
cnt_flag      1
## critical path: cells and delay by family, from the launching register on
kind                     cells  cell delay (ps)
AND/OR/NAND/NOR              1              140
flip-flops                   1              400
AND-OR/OR-AND                5             1020
buffers and inverters        2              470
adder cells (fa/ha/maj)      1              310
## power by group through the flow
stage	Combinational (mW)	Clock, mW	Sequential (mW)
after CTS	0.0227	0.358	0.304
after global routing	0.0264	0.371	0.305
final	0.0220	0.350	0.304
## logic make-up after synthesis
| family | after synthesis | synth area share (%) |
|---|---|---|
| and+or+nand+nor | 79 | 17.4 |
| AOI/OAI and AO/OA | 65 | 18.0 |
| adders and majority gates | 33 | 17.8 |
| DFF | 33 | 34.8 |
| buffers and inverters | 30 | 4.94 |
| xor gates and xnor gates | 17 | 6.32 |
| other | 1 | 0.159 |
| muxes | 1 | 0.478 |
## placed cells by master, fill, tap and decap left out, types with 2 or more instances in the layout
master            n
xnor2_1          12
or4_1             2
a21o_1            4
nor2_1           15
xor2_1            5
and3_1            3
nand2_1          26
clkbuf_8          5
a31oi_1           5
dfrtp_1          32
ha_1             32
nor4_1            2
a21oi_1          13
clkdlybuf4s50_1   2
o21ai_1          10
conb_1            9
o31ai_1           3
nand3_1           8
o21ai_0          11
nor3_2            2
o41ai_1           2
inv_1            22
nor2b_1           2
bufinv_16         2
nand4_1           7
nor3_1            3
nor3b_1           2
a211oi_1          5
## worst paths after layout
check,endpoint
worst max-delay path,led
worst min-delay path,pwm_cnt[0]
worst max register to register,thre_cnt[15]
worst min register to register,pwm_cnt[0]
max in group asynchronous,pwm_cnt[7]
min in group asynchronous,pwm_cnt[12]
Power figures rest on the tool's default switching activity, not on a simulated workload.
